`config.mk`:
```
export PLATFORM = sky130hd
export DESIGN_NAME = digitalLock
export DESIGN_NICKNAME = digitalLock
export VERILOG_FILES = /design/flow/design.v
export SDC_FILE = /design/flow/constraint.sdc
export NUM_CORES = 4
export LEC_CHECK = 1
export CORE_UTILIZATION = 30
```
`constraint.sdc`:
```
current_design digitalLock

set clk_period 6.7
set clk_io_pct 0.2

create_clock -name clk0 -period $clk_period [get_ports {clock}]

set non_clock_inputs [all_inputs -no_clocks]
set_input_delay [expr $clk_period * $clk_io_pct] -clock clk0 $non_clock_inputs
set_output_delay [expr $clk_period * $clk_io_pct] -clock clk0 [all_outputs]
```
`design.v`:
```
module digitalLock #(
	parameter CLOCK_FREQ = 50000000,
	parameter PASSCODE_LENGTH = 4,					 
	parameter PASSCODE_WIDTH = 4*PASSCODE_LENGTH	 
)(
	input clock,
	input reset,
	input [3:0] key,
	output locked,
	output error,
	output [47:0] displays
);
wire [PASSCODE_WIDTH-1:0] userEntry;
LockStateMachine #(
	.CLOCK_FREQ 		(CLOCK_FREQ			),
	.PASSCODE_LENGTH 	(PASSCODE_LENGTH	)
) lock (
	.clock		(clock	),
	.reset		(reset	),
	.key			(key		),
	.locked		(locked		),
	.error		(error		),
	.userEntry	(userEntry	)
);
displayStateMachine #(
	.PASSCODE_LENGTH (PASSCODE_LENGTH	)
) display (
	.clock		(clock		),
	.reset		(reset		),
	.error		(error		),
	.userEntry	(userEntry	),
	.displays	(displays	)
);
endmodule
module HexTo7Segment (
	input			[3:0]	hex,
	output reg	[7:0]	segments
);
localparam DISPLAY_0 = 4'h0;
localparam DISPLAY_1 = 4'h1;
localparam DISPLAY_2 = 4'h2;
localparam DISPLAY_3 = 4'h4;
localparam DISPLAY_4 = 4'h8;
localparam DISPLAY_E = 4'hC;
localparam DISPLAY_r = 4'hD;
localparam DISPLAY_o = 4'hE;
localparam DISPLAY_BLANK = 4'hF;
always @ * begin
	case (hex)
		DISPLAY_0	:	segments = 8'b00111111;
		DISPLAY_1	:	segments = 8'b00000110;
		DISPLAY_2	:	segments = 8'b01011011;
		DISPLAY_3	:	segments = 8'b01001111;
		DISPLAY_4	:	segments = 8'b01100110;
		DISPLAY_E	:	segments = 8'b01111001;
		DISPLAY_r	:	segments = 8'b01010000;
		DISPLAY_o	:	segments = 8'b01011100;
		DISPLAY_BLANK	:	segments = 8'b00000000;
		default:	segments = 8'b01000000;  
	endcase
end
endmodule
module HexTo7SegmentNBit #(
	parameter DISPLAYS = 6,
	parameter HEX_MSB = (4 * DISPLAYS) - 1,
	parameter DISPLAY_MSB = (8 * DISPLAYS) - 1
)(
	input		[HEX_MSB:0		]	hex,
	output	[DISPLAY_MSB:0	]	display
);
genvar i;
generate
	for (i = 1; i <= DISPLAYS; i = i + 1) begin : encoder_loop
		HexTo7Segment encoder (
			.hex 			(hex		[(4 * i) - 1 -: 4]	),
			.segments	(display	[(8 * i) - 1 -: 8]	)
		);
	end
endgenerate
endmodule 
module LockStateMachine #(
	parameter CLOCK_FREQ = 50000000,
	parameter TIMEOUT = 10 * CLOCK_FREQ,	 
	parameter TIMEOUT_COUNTER_WIDTH = $clog2(TIMEOUT + 1),
	parameter PASSCODE_LENGTH = 4,			 
	parameter PASSCODE_WIDTH = 4*PASSCODE_LENGTH,  
	parameter ENTRY_COUNTER_WIDTH =  $clog2(PASSCODE_LENGTH + 1)
)(
	input clock,
	input reset,
	input [3:0] key,
	output reg locked,
	output reg error,
	output reg [PASSCODE_WIDTH-1:0] userEntry
);
reg [ENTRY_COUNTER_WIDTH-1:0] entryLength;
reg [PASSCODE_WIDTH-1:0] savedPasscode = 16'h8148;
reg [TIMEOUT_COUNTER_WIDTH-1:0] timeoutCounter;
reg ready;
localparam ZERO_ENTRY_COUNTER = {ENTRY_COUNTER_WIDTH{1'b0}};
localparam ZERO_ENTRY = {PASSCODE_WIDTH{1'b0}};
localparam ZERO_TIMEOUT_COUNTER = {TIMEOUT_COUNTER_WIDTH{1'b0}};
reg state_toplevel;			 
localparam UNLOCKED_TOPLEVEL = 1'd0;
localparam LOCKED_TOPLEVEL = 1'd1;
reg [2:0] state_unlocked;	 
localparam READ1_UNLOCKED = 3'd0;
localparam READ2_UNLOCKED = 3'd1;
localparam CHECK_UNLOCKED = 3'd2;
localparam LOCK_UNLOCKED = 3'd3;
localparam CLEAR_UNLOCKED = 3'd4;
reg [1:0] state_locked;		 
localparam READ_LOCKED = 2'd0;
localparam CHECK_LOCKED = 2'd1;
localparam UNLOCK_LOCKED = 2'd2;
localparam CLEAR_LOCKED = 2'd3;
always @(posedge clock or posedge reset) begin
	if (reset) begin 
		locked <= 1'b0;
		error <= 1'b0;
		ready <= 1'b0;
		state_toplevel <= UNLOCKED_TOPLEVEL;
	end else begin
		case (state_toplevel)
			UNLOCKED_TOPLEVEL : begin
				locked <= 0;
				unlocked_sub_statemachine();						 
				if (state_unlocked == LOCK_UNLOCKED) begin	 
					locked <= 1;
					state_toplevel <= LOCKED_TOPLEVEL;
				end
			end
			LOCKED_TOPLEVEL : begin
				locked <= 1;
				locked_sub_statemachine();						 
				if (state_locked == UNLOCK_LOCKED) begin	 
					locked <= 0;
					state_toplevel <= UNLOCKED_TOPLEVEL;
				end 
			end
			default state_toplevel <= UNLOCKED_TOPLEVEL;
		endcase
	end
end
task unlocked_sub_statemachine () ;
	case (state_unlocked)
		READ1_UNLOCKED: begin
			if (entryLength ==  PASSCODE_LENGTH) begin
				savedPasscode <= userEntry;
				userEntry <= ZERO_ENTRY;
				entryLength <= ZERO_ENTRY_COUNTER;
				ready <= 1'b0;
				state_unlocked <= READ2_UNLOCKED;
			end else if (key && !ready) begin
				userEntry = {userEntry[PASSCODE_WIDTH-5:0], key};
				entryLength <= entryLength + 1'b1;
				error <= 1'b0;		 
				ready <= 1'b1;
				timeoutCounter <= ZERO_TIMEOUT_COUNTER;
				state_unlocked <= READ1_UNLOCKED;
			end else if (timeoutCounter == TIMEOUT) begin
				error <= 1'b1;
				state_unlocked <= CLEAR_UNLOCKED;
			end else if (!key) begin
				ready <= 1'b0;
				state_locked <= READ1_UNLOCKED;
			end else begin
				state_unlocked <= READ1_UNLOCKED;
			end
			timeoutCounter <= timeoutCounter + 1'b1;
		end 
		READ2_UNLOCKED : begin
			if (entryLength ==  PASSCODE_LENGTH) begin
				timeoutCounter <= ZERO_TIMEOUT_COUNTER;
				state_unlocked <= CHECK_UNLOCKED;
			end else if (key && !ready) begin
				userEntry = {userEntry[PASSCODE_WIDTH-5:0], key};
				entryLength <= entryLength + 1'b1;
				ready <= 1'b1;
				timeoutCounter <= ZERO_TIMEOUT_COUNTER;
				state_unlocked <= READ2_UNLOCKED;
			end else if (timeoutCounter == TIMEOUT) begin
				error <= 1'b1;
				state_unlocked <= CLEAR_UNLOCKED;
			end else if (!key) begin
				ready <= 1'b0;
				state_locked <= READ2_UNLOCKED;
			end else begin
				state_unlocked <= READ2_UNLOCKED;
			end
			timeoutCounter <= timeoutCounter + 1'b1;
		end 
		CHECK_UNLOCKED : begin
			if (userEntry == savedPasscode) begin
				state_unlocked <= LOCK_UNLOCKED;
			end else begin 
				error <= 1'b1;
				state_unlocked <= CLEAR_UNLOCKED;
			end
		end 
		LOCK_UNLOCKED : begin
			state_unlocked <= CLEAR_UNLOCKED;
		end 
		CLEAR_UNLOCKED : begin
			entryLength <= ZERO_ENTRY_COUNTER;
			userEntry <= ZERO_ENTRY;
			timeoutCounter <= ZERO_TIMEOUT_COUNTER;
			state_unlocked <= READ1_UNLOCKED;
		end 
		default state_unlocked <= CLEAR_UNLOCKED;
	endcase
endtask
task locked_sub_statemachine () ;
	case (state_locked)
		READ_LOCKED: begin
			if (entryLength ==  PASSCODE_LENGTH) begin
				state_locked <= CHECK_LOCKED;
			end else if (key && !ready) begin
				userEntry = {userEntry[PASSCODE_WIDTH-5:0], key};
				entryLength <= entryLength + 1'b1;
				error <= 1'b0;
				ready <= 1'b1;
				timeoutCounter <= ZERO_TIMEOUT_COUNTER;
				state_locked <= READ_LOCKED;
			end else if (timeoutCounter == TIMEOUT) begin
				error <= 1'b1;
				state_locked <= CLEAR_LOCKED;
			end else if (!key) begin
				ready <= 1'b0;
				state_locked <= READ_LOCKED;
			end else begin
				state_locked <= READ_LOCKED;
			end
			timeoutCounter <= timeoutCounter + 1'b1;
		end 
		CHECK_LOCKED : begin
			if (userEntry == savedPasscode) begin
				state_locked <= UNLOCK_LOCKED;
			end else begin 
				state_locked <= CLEAR_LOCKED;
				error <= 1'b1;
			end
		end 
		UNLOCK_LOCKED : begin
			state_locked <= CLEAR_LOCKED;
		end 
		CLEAR_LOCKED : begin
			entryLength <= ZERO_ENTRY_COUNTER;
			userEntry <= ZERO_ENTRY;
			timeoutCounter <= ZERO_TIMEOUT_COUNTER;
			state_locked <= READ_LOCKED;
		end 
		default state_locked <= CLEAR_LOCKED;
	endcase
endtask
endmodule 
module displayStateMachine #(
	parameter PASSCODE_LENGTH = 4, 					 
	parameter PASSCODE_WIDTH = 4*PASSCODE_LENGTH  
)(
	input clock,
	input reset,
	input error,
	input [PASSCODE_WIDTH-1:0] userEntry,
	output [47:0] displays
);
reg [23:0] hexInput;
HexTo7SegmentNBit #(
	.DISPLAYS	(6	)
) converter (
	.hex		(hexInput	),
	.display	(displays	)
);
reg state;
localparam INPUT_STATE = 1'd0;
localparam ERROR_STATE = 1'd1;
always @(posedge clock or posedge reset) begin
	if (reset) begin
		state <= INPUT_STATE;
	end else begin
		case (state)
			INPUT_STATE : begin
				if (!error) begin
					hexInput <= {{(6-PASSCODE_LENGTH){4'hE}}, userEntry};	 
					state <= INPUT_STATE;
				end else begin
					state <= ERROR_STATE;
				end
			end
			ERROR_STATE : begin
				if (error) begin
					hexInput <= 24'hFCDDED;	 
					state <= ERROR_STATE;
				end else begin
					state <= INPUT_STATE;
				end
			end
			default state <= INPUT_STATE;
		endcase
	end
end
endmodule 
```
`run.sh`:
```
#!/bin/bash
# OpenROAD 26Q1-2900-gdf79404cd8, Yosys 0.63+post, stock flow scripts
make -C /OpenROAD-flow-scripts/flow DESIGN_CONFIG=/design/flow/config.mk WORK_HOME=/design/flow/orfs finish
```
==> GITHUB_STEP_SUMMARY <==
## PnR job results

| Metric | Value |
|---|---|
| Status | completed |
| Async SR Flop Fraction | 3.17% |
| Yosys warnings | 3 |
| Initial antenna violation count | 2 |
| Chip area in the Yosys report | 0.00610 sq mm |
| Final WS setup | approximately 3200 ps |
| DRT Pass-1 Iters | 4 |
| Tool Warnings | 27 |
| First-pass GRT wire length | 19,800 um |
| Fin crit share | 51.9% |
| Final Hold Viols | 0 |
| Die H | 145 um |
| Most numerous logic cell after layout | edfxtp_1 |
| Min Clock Period, post-route | between 3000 and 4000 ps |
| Yosys reg bits | about 130 |
| Maximum number of pins on one net before global-route repair | 44 |
| Avg Vias per Cell | between 4 and 5 |
| Layout cells sized above 1 | 12.4% |
| Post-Synthesis Cells | 557 |
| WL per Instance | 13.5 um |
| GRT Overall Usage | 12.3% |
| Clock skew | 11.8 ps |
| Hold buffer count at cts | 0 |
| Post-CTS setup repair buffer count | 0 |
| Root Driver | clkbuf_16 |
| Final Wtd Congestion | 0.912 |
| CTS resizes | 0 |
| Vias in the first global route | 4,043 |
| Via Count | roughly 4,300 |
| Worst-margin pin slew | 929 ps |
| Arrival @ worst endpoint | between 3000 and 4000 ps |
| Post-DP HPWL | a little under 8000 um |
| Max-cap violations | 0 |
| Leak Pwr | 2.64 nW |
| CP max stage cell | mux2i_1 |
| Hold/Removal Path Class | register to register |
| Deepest clock path buffer count | 2 |
| First DRT Iteration DRCs | between 200 and 250 |
| Port Buffers | roughly 42 |
| Crit path kind | primary input to register |
| Critical path required time | 7030 ps |
| Critical path capture point type | register |
| CTS tree | yes |
| Total wire length | roughly 12,000 um |
| Crit-path cells | clkdlybuf4s50_1, nor2_4, buf_4, mux2i_1, o21ai_0, a21oi_1 |
| Seq share, synth | 55.1% |
| H-tree Lvls | 4 |
| Ys cells | 557 |
| Syn avg cell area | about 11 sq um |
| Synthesized cell area | 0.00610 sq mm |
| Most instantiated logic cells after routing | edfxtp_1, nor2_1, clkdlybuf4s50_1 |
| Residual DRC count | 0 |
| Fmax | 0.288 GHz |
| DP Worst Slack | ~2800 ps |
| ANT nets after route | 0 |
| Dominant flop cell | edfxtp_1 |
| Total Power | 3.61 mW |
| Num ports | about 56 |
| Clk latency late pin | 400 ps |
| ANT cells | 0 |
| Starting Density | between 30% and 40% |
| Total global routing overflow | 0 |
| Area delta synth->final | 20.0% |
| Max VDD drop | between 0.2 and 0.25 mV |
| TritonCTS Buffers | 17 |
| Chip width | 145 um |
| EDFF count, synth | between 80 and 90 |
| Post-synthesis cell type count | 64 |
| Worst path max stage delay | 720 ps |
| Pwr per Cell Area | between 400 and 500 mW/mm^2 |
| Clock transition at path regs | 60 ps |
| Headroom to the max-slew limit | 37.5% |
| Setup TNS | 0 ps |
| RSZ-0062 raised after global routing | no |
| # rows | 51 |
| R2R Setup Slk | 4010 ps |
| Critical Path Start Type | primary input |
| CP Max Fanout | 43 |
| CTS sink cnt | 126 |
| Final Max Tran Viols | 0 |
| Core area | between 0.015 and 0.02 sq mm |
| Setup violators final | 0 |
| Chip area | 0.0209 sq mm |
cell families (layout without fill, tap and decap cells):
kind of cell    count (synthesis)  after routing  share of synthesized area [%]
other cells                     2             13                          0.123
xor+xnor                       43             43                           6.17
flops                         126            126                           55.1
buf+inv                        54            101                           4.69
mux                            26             26                           4.53
fa+ha+maj                      12             12                           2.13
simple gates                  201            201                           16.9
compound gates                 93             93                           10.3
cell usage after synthesis (all sizes together), types with 7 or more instances:
library cell  number  area share, %
inv               18            1.1
clkbuf            15            1.1
nor4              14            1.4
mux2i             13            2.1
or3                7           0.72
dfxtp             40             13
maj3               8            1.3
xnor2             13            1.9
xor2              30            4.3
buf               20            2.3
edfxtp            82             40
o22ai              7           0.72
nand2             31            1.9
nor3              10           0.82
nor2              67            4.2
a21oi             24            2.0
a22oi             17            2.1
nand3             13            1.1
o21ai             13            1.1
mux2              13            2.4
or2               14            1.4
nand4             13            1.3
sequential cells by signal (all words and copies together), names as in the netlist, 3 cells and up:
signal,cells
lock.timeoutCounter,29
display.hexInput,18
lock.state_unlocked,5
lock.entryLength,3
display.converter.encoder_loop.encoder.segments,31
lock.userEntry,16
lock.state_locked,4
lock.savedPasscode,16
where the power goes:
part           internal (mW)  switching, mW
clock network          0.525          0.321
registers               1.24          0.256
logic                  0.629          0.639
metal layers:
| metal | GRT usage (%) | vias to the layer above | routed length, um | part of all wire, % |
|---|---|---|---|---|
| met4 | 1.39 | 4 | 41 | 0.35 |
| met1 | 17.8 | 2045 | 5640 | 48 |
| met2 | 19.1 | 95 | 5580 | 47 |
| met3 | 4.01 | 8 | 565 | 4.8 |
| met5 | 0 | - | 27 | 0.23 |
| li1 | - | 2115 | - | - |
final cells by class:
cell class | count | area [sq um]
Fill cell | 1849 | 12400
Sequential cell | 126 | 3360
Multi-Input combinational cell | 388 | 2520
Clock inverter | 9 | 53.8
Inverter | 18 | 67.6
Timing Repair Buffer | 51 | 488
Clock buffer | 23 | 500
Tap cell | 265 | 332
worst max-delay path, delay by kind of cell:
| kind | cells | cell delay, ps |
|---|---|---|
| AND-OR/OR-AND | 2 | 410 |
| buffers and inverters | 2 | 1130 |
| multiplexers | 1 | 720 |
| AND/OR/NAND/NOR | 1 | 190 |
stage by stage:
stage               hold WS, ps  std cells  instance area, sq um  utilization, %
floorplan                   404        568                  6140               -
global placement            441        848                  6770            34.3
detailed placement          426        848                  6770            34.3
CTS                         431        880                  7330            37.2
global route                482        880                  7330            37.2
finish                      424        880                  7330            37.2
path summary, 6_finish.rpt:
check,startpoint,endpoint,cells past startpoint
max,reset,register,6
min,display.hexInput[20]$_DFFE_PP_,register,1
max reg2reg,display.state$_DFF_PP0_,register,6
min reg2reg,display.hexInput[20]$_DFFE_PP_,register,1
max in group asynchronous,reset,lock.error$_DFFE_PP0P_,2
min in group asynchronous,reset,lock.locked$_DFF_PP0_,2
Power is estimated from default activity; no workload was simulated.
